**/design/flow/run.sh**
```bash
#!/bin/bash
# OpenROAD 26Q1-2900-gdf79404cd8, Yosys 0.63+post, stock flow scripts
make -C /OpenROAD-flow-scripts/flow DESIGN_CONFIG=/design/flow/config.mk WORK_HOME=/design/flow/orfs finish
```
**/design/flow/config.mk**
```make
export PLATFORM = sky130hd
export DESIGN_NAME = usb_pd_monitor_top
export DESIGN_NICKNAME = usb_pd_monitor_top
export VERILOG_FILES = /design/flow/design.v
export SDC_FILE = /design/flow/constraint.sdc
export NUM_CORES = 4
export LEC_CHECK = 1
export CORE_UTILIZATION = 30
export SYNTH_HDL_FRONTEND = slang
```
**/design/flow/constraint.sdc**
```tcl
current_design usb_pd_monitor_top

set clk_period 2.5
set clk_io_pct 0.2

create_clock -name clk0 -period $clk_period [get_ports {clk_27mhz}]

set non_clock_inputs [all_inputs -no_clocks]
set_input_delay [expr $clk_period * $clk_io_pct] -clock clk0 $non_clock_inputs
set_output_delay [expr $clk_period * $clk_io_pct] -clock clk0 [all_outputs]
```
**/design/flow/design.v**
```verilog
module synchronizer(
    input  logic clk,
    input  logic rst_n,
    input  logic data_in,
    output logic data_out
    );
    logic ff_1;
  always_ff @(posedge clk, negedge rst_n)
    if (~rst_n) ff_1 <= 1'b0;
    else        ff_1 <= data_in;
  always_ff @(posedge clk, negedge rst_n)
    if (~rst_n) data_out <= 1'b0;
    else        data_out <= ff_1;
endmodule
module uart_tx
# ( parameter SYSCLOCK = 27.0,  
    parameter BAUDRATE = 1.0 )  
( input  logic       clk,
  input  logic       rst_n,  
  input  logic       send_trig,
  input  logic [7:0] send_data,
  output logic       tx,
  output logic       tx_bsy
);
    localparam CLKPERFRM = int'(SYSCLOCK/BAUDRATE)*10;
    localparam TBITAT    = 1;  
    localparam BIT0AT    = int'(SYSCLOCK/BAUDRATE*1)+1;
    localparam BIT1AT    = int'(SYSCLOCK/BAUDRATE*2)+1;
    localparam BIT2AT    = int'(SYSCLOCK/BAUDRATE*3)+1;
    localparam BIT3AT    = int'(SYSCLOCK/BAUDRATE*4)+1;
    localparam BIT4AT    = int'(SYSCLOCK/BAUDRATE*5)+1;
    localparam BIT5AT    = int'(SYSCLOCK/BAUDRATE*6)+1;
    localparam BIT6AT    = int'(SYSCLOCK/BAUDRATE*7)+1;
    localparam BIT7AT    = int'(SYSCLOCK/BAUDRATE*8)+1;
    localparam PBITAT    = int'(SYSCLOCK/BAUDRATE*9)+1;  
    logic [$clog2(CLKPERFRM+1)-1:0] tx_cnt;     
    logic [7:0] data2send;  
    logic       frame_begin;
    logic       frame_end;
    assign frame_begin = send_trig & (~tx_bsy);
    assign frame_end    = tx_bsy && (tx_cnt == CLKPERFRM);
    always@(posedge clk, negedge rst_n)
      if      (~rst_n)      tx_bsy <= 1'b0;
      else if (frame_begin) tx_bsy <= 1'b1;
      else if (frame_end)   tx_bsy <= 1'b0;
    always@(posedge clk, negedge rst_n)
      if      (~rst_n)    tx_cnt <= 'd0;
      else if (frame_end) tx_cnt <= 'd0;
      else if (tx_bsy)    tx_cnt <= tx_cnt + 1'b1;
    always@(posedge clk, negedge rst_n)
      if      (~rst_n)      data2send <= 8'd0;
      else if (frame_begin) data2send <= send_data;
    always@(posedge clk or negedge rst_n)
        if      (~rst_n)              tx <= 1'b1;  
        else if (tx_bsy) case(tx_cnt)
                              TBITAT: tx <= 1'b0;
                              BIT0AT: tx <= data2send[0];
                              BIT1AT: tx <= data2send[1];
                              BIT2AT: tx <= data2send[2];
                              BIT3AT: tx <= data2send[3];
                              BIT4AT: tx <= data2send[4];
                              BIT5AT: tx <= data2send[5];
                              BIT6AT: tx <= data2send[6];
                              BIT7AT: tx <= data2send[7];
                              PBITAT: tx <= 1'b1;
                         endcase
        else                          tx <= 1'b1;
endmodule
module usb_pd_decode (
  input  logic       clk,
  input  logic       rst_n,
  input  logic       cc_pin,
  output logic [7:0] char_out,
  output logic       char_ready
);
parameter CNT_2P5_US = 67;   
parameter CNT_5P0_US = 135;  
logic [7:0] counter;
logic       cc_pin_hold;
logic       cc_pin_redge;
logic       cc_pin_fedge;
logic [2:0] bit_count;
logic       bit_0;
logic       bit_1;
logic [3:0] bit_buffer;
logic       timeout;
logic       timeout_hold;
logic       timeout_fedge;
logic       sync1_seen;
logic       sync1_seen_hold;
always_ff @(posedge clk, negedge rst_n)
  if (~rst_n) cc_pin_hold <= 1'b1;
  else        cc_pin_hold <= cc_pin;
assign cc_pin_redge =   cc_pin  && (!cc_pin_hold);
assign cc_pin_fedge = (!cc_pin) &&   cc_pin_hold;
always_ff @(posedge clk, negedge rst_n)
  if (~rst_n)                                       counter <= 'd0;
  else if (cc_pin_redge || cc_pin_fedge || timeout) counter <= 'd0;
  else                                              counter <= counter + 1;
always_ff @(posedge clk, negedge rst_n)
  if (~rst_n)                            timeout <= 1'b0;
  else if (cc_pin_redge || cc_pin_fedge) timeout <= 1'b0;
  else if (counter > CNT_5P0_US)         timeout <= 1'b1;
always_ff @(posedge clk, negedge rst_n)
  if (~rst_n) timeout_hold <= 1'b0;
  else        timeout_hold <= timeout;
assign timeout_fedge = ~timeout && timeout_hold;
assign bit_0 = (cc_pin_redge && (counter > CNT_2P5_US) && (!timeout)) || 
               (cc_pin_fedge && (counter > CNT_2P5_US) && (!timeout));
assign bit_1 = (cc_pin_redge && (counter < CNT_2P5_US) && (!timeout));
assign sync1_seen = bit_1 && (bit_buffer == 4'b1000);  
always_ff @(posedge clk, negedge rst_n)
  if (~rst_n)          sync1_seen_hold <= 1'b0;
  else if (timeout)    sync1_seen_hold <= 1'b0;
  else if (sync1_seen) sync1_seen_hold <= 1'b1;
assign char_ready = ((bit_0 || bit_1) && (bit_count == 'd4)) || (sync1_seen && !sync1_seen_hold) || timeout_fedge;
always_ff @(posedge clk, negedge rst_n)
  if (~rst_n)                                bit_count <= 'd0;
  else if (char_ready || (!sync1_seen_hold)) bit_count <= 'd0;
  else if (bit_0 || bit_1)                   bit_count <= bit_count + 1;
always_ff @(posedge clk, negedge rst_n)
  if (~rst_n)              bit_buffer <= 4'b0000;
  else if (timeout)        bit_buffer <= 4'b0000;
  else if (bit_0 || bit_1) bit_buffer <= {bit_1,bit_buffer[3:1]};  
always_comb
  case({bit_1,bit_buffer})
    5'b11110 : char_out = 8'h30;  
    5'b01001 : char_out = 8'h31;  
    5'b10100 : char_out = 8'h32;  
    5'b10101 : char_out = 8'h33;  
    5'b01010 : char_out = 8'h34;  
    5'b01011 : char_out = 8'h35;  
    5'b01110 : char_out = 8'h36;  
    5'b01111 : char_out = 8'h37;  
    5'b10010 : char_out = 8'h38;  
    5'b10011 : char_out = 8'h39;  
    5'b10110 : char_out = 8'h41;  
    5'b10111 : char_out = 8'h42;  
    5'b11010 : char_out = 8'h43;  
    5'b11011 : char_out = 8'h44;  
    5'b11100 : char_out = 8'h45;  
    5'b11101 : char_out = 8'h46;  
    5'b11000 : char_out = 8'h53;  
    5'b10001 : char_out = 8'h54;  
    5'b00110 : char_out = 8'h55;  
    5'b00111 : char_out = 8'h51;  
    5'b11001 : char_out = 8'h52;  
    5'b01101 : char_out = 8'h0D;  
    5'b00000 : char_out = 8'h0A;  
    default  : char_out = 8'h58;  
  endcase
endmodule
module usb_pd_monitor_top (
  input  logic clk_27mhz,
  input  logic button_s1,
  input  logic cc1_pin,
  input  logic cc2_pin,
  output logic uart_tx,
  output logic uart_tx_buf,
  output logic cc_pin_buf
);
logic       rst_n;
logic       rst_n_sync;
logic [7:0] char_out;
logic       char_ready;
logic       cc_pin;
logic       cc_pin_sync;
logic       cc_pin_sync_hold;
assign rst_n = button_s1;
assign uart_tx_buf = uart_tx;  
synchronizer u_synchronizer_rst_n_sync
  ( .clk      (clk_27mhz),  
    .rst_n    (rst_n),      
    .data_in  (1'b1),       
    .data_out (rst_n_sync)  
   );
assign cc_pin = cc1_pin | cc2_pin;  
synchronizer u_synchronizer_cc1_pin_sync
  ( .clk      (clk_27mhz),    
    .rst_n    (rst_n),        
    .data_in  (cc_pin),      
    .data_out (cc_pin_sync)  
   );
always_ff @(posedge clk_27mhz, negedge rst_n_sync)
  if (~rst_n_sync) cc_pin_sync_hold <= 1'b0;
  else             cc_pin_sync_hold <= cc_pin_sync;
always_ff @(posedge clk_27mhz, negedge rst_n_sync)
  if (~rst_n_sync)                          cc_pin_buf <= 1'b0;
  else if (cc_pin_sync == cc_pin_sync_hold) cc_pin_buf <= cc_pin_sync;
usb_pd_decode u_usb_decode
  ( .clk    (clk_27mhz),   
    .rst_n  (rst_n_sync),  
    .cc_pin (cc_pin_buf),  
    .char_out,             
    .char_ready            
   );
uart_tx 
# ( .SYSCLOCK( 27.0 ), .BAUDRATE( 1.0 ) )  
u_uart_tx
    ( .clk       (clk_27mhz),   
      .rst_n     (rst_n_sync),  
      .send_trig (char_ready),  
      .send_data (char_out),    
      .tx        (uart_tx),     
      .tx_bsy    ()             
     );
endmodule
```
==> results_slide.txt <==
Implementation Results

CTS
  – CTS tree: built
  – Total CTS buffers: 5
  – Post-cts sizing count: 0
  – Setup Buffers After CTS: 0
  – H-tree depth: 2
  – CTS hold repair buffers: 0
  – CTS max path bufs: 2
  – CTS Sinks: 43
  – CTS clk-pin slew, worst paths: 0.08 ns
  – Clk ins delay skew pair: 0.29 ns
  – Root Buffer: clkbuf_8

Outcome
  – Status: finished, final reports clean

Timing
  – Fin. Hold Viols: 0
  – RSZ-0062 raised after global routing: false
  – Setup_tns: 0 ns
  – Max Freq: 440 MHz
  – Clk_skew: 0.00628 ns
  – Setup violators final: 0
  – Final period utilization: 91.0%
  – Max Slew Vio Count: 0
  – Max-slew headroom: 66.6%
  – Slew @ Worst Pin: 0.494 ns
  – Minimum clock period: 2.27 ns

Logic synthesis
  – Synth top area share: 40.3%
  – Flops & latches, synth: 43
  – Top area cell types: dfrtp_1 (40%), ha_1 (7.9%), nor2_1 (4.3%), nand3_1 (2.9%), mux2i_1 (2.8%)
  – Cells after Synth: 266
  – Dominant cell type by area after synthesis: dfrtp_1
  – Synthesis Warnings: 0
  – Synth cell types: 54
  – Yosys synthesis chip area: 0.00255 mm²
  – Syn Area/Cell: 9.57 µm²
  – Ys cells: 266
  – Post-synthesis cell area: 0.00255 mm²
  – Seq/Total Area, Yosys: 42.4%

Drt
  – Drt first pass iters: 4
  – # DRC: 0
  – Vias: 1863
  – Routed Antenna Nets: 0
  – Post-Route WL: 4480 µm
  – Drt wl/cell: 11.9 µm
  – Initial DRC count: 116
  – Drt via density: 4.93
  – ANT cells: 0

Global route
  – First-pass GRT wire length: 8100 µm
  – Antenna violations before repair: 0
  – Pin count of the biggest net entering global routing: 22
  – Vias in the first global route: 1736
  – GRT Overall Usage: 11.6%
  – Overflow after GRT: 0

Final layout
  – Area growth from synthesis to layout: 10.3%
  – Filler Cells Inserted: 807
  – Layout cells sized above 1: 10.6%

Power
  – Comb pwr share: 35.1%
  – Net Switching: 0.000857 W
  – Flop pwr share: 46.6%
  – Pwr/cell area: 823 mW/mm²
  – Cell Int Power: 0.00146 W
  – Switching portion of total power: 37.0%
  – Share of power burned in the clock network: 18.3%
  – Design Power: 0.00231 W
  – Leak Pwr: 1.20 nW
  – Worst vdd ir: 0.000373 V

Die
  – Core Footprint: 0.00822 mm²
  – Die Area: 0.00886 mm²
  – Row count: 33
  – Chip width: 94.1 µm
  – Floorplan utilization: 31.0%
  – Chip height: 94.1 µm
  – I/O pin count: 7

Worst setup path
  – CP endpoint kind: flop
  – Crit path max fanout: 8
  – CP arrival: 2.45 ns
  – Startpoint Class: flop
  – Worst path required time: 2.68 ns
  – Crit Path Class: reg2reg

Hold path
  – Hold crit path type: reg2async

Flow run
  – Max_cap viols: 0
  – OpenROAD warning count: 35

Placed design
  – Port buffer count: 6
  – Placer Congestion: 0.867
  – Post-DP HPWL: 3200 µm
==> metrics by stage <==
| step | instance area, µm² | hold WS (ns) | setup slack, ns | std cells | utilization [%] |
|---|---|---|---|---|---|
| 2_1_floorplan | 2550 | 0.204 | 0.297 | 266 | - |
| 3_3_place_gp | 2730 | 0.223 | 0.253 | 370 | 33.2 |
| 3_5_place_dp | 2730 | 0.227 | 0.221 | 370 | 33.2 |
| 4_1_cts | 2810 | 0.230 | 0.209 | 378 | 34.2 |
| 5_1_grt | 2810 | 0.252 | 0.0643 | 378 | 34.2 |
| 6_report | 2810 | 0.215 | 0.226 | 378 | 34.2 |
==> synth_stat cells (all sizes together) <==
library cell  count
inv              17
o211ai            2
xnor2             7
o21ai             5
a31oi             5
or2               1
dfrtp            41
o221ai            1
clkbuf           13
o41ai             1
a21boi            1
a221oi            1
o31ai             2
a21bo             1
or3               2
o21a              2
nor4              4
nand2            11
and3              5
a41oi             1
nor3b             2
nor3              3
conb              1
nand3            15
xor2              6
ha               16
maj3              1
buf               2
or3b              1
a311oi            1
dfstp             2
a211oi            2
a21oi            15
nor2b             7
mux2              5
nand4             9
nor4b             3
o22ai             3
nor2             29
and2              2
mux2i             7
a311o             1
nand3b            2
nand2b            7
a22o              1
==> layout by cell type (no fill, tap or decap), types with 3 or more instances in the layout <==
master and n:
dfrtp_1 41, nor2_1 29, inv_1 16, ha_1 16, nand3_1 15, a21oi_1 13, nand2_1 11, nand4_1 9
buf_4 8, nand2b_1 7, xnor2_1 7, nor2b_1 7, mux2i_1 7, xor2_1 6, clkdlybuf4s50_1 6, and3_1 5
o21ai_0 5, a31oi_1 5, clkbuf_8 5, mux2_4 4, nor3_1 3, o22ai_1 3, nor4_1 3, clkbuf_1 3
==> power groups by stage <==
stage / Clock, W / Sequential [W] / Combinational [W]
after CTS: 0.000449 / 0.00108 / 0.000819
after global routing: 0.000469 / 0.00112 / 0.000943
final: 0.000424 / 0.00108 / 0.000812
==> area by class of cell <==
class                   instances  area (µm²)  share of cell area [%]
multi-input cells             191        1340                    47.5
flip-flops and latches         43        1080                    38.4
well taps                     105         131                    4.68
repair buffers                 14         120                    4.28
clock buffers                   8        80.1                    2.85
inverters                      17        63.8                    2.27
==> critical path, stage by stage, from the launching register on <==
cell and delay (ns):
dfrtp_1 0.39, ha_1 0.27, nor4b_1 0.34, a21oi_2 0.11, or3_4 0.38, a21oi_4 0.33, mux2_4 0.33
==> sequential cells by signal (all words and copies together), names as in the netlist <==
signal / cells
cc_pin_buf: 1
cc_pin_sync_hold: 1
u_uart_tx.tx: 1
u_uart_tx.data2send: 7
u_uart_tx.tx_cnt: 9
u_usb_decode.bit_buffer: 4
u_usb_decode.sync1_seen_hold: 1
u_usb_decode.counter: 8
u_synchronizer_cc1_pin_sync.data_out: 1
u_synchronizer_rst_n_sync.ff_1: 1
u_usb_decode.bit_count: 3
u_usb_decode.timeout_hold: 1
u_usb_decode.timeout: 1
u_synchronizer_rst_n_sync.data_out: 1
u_synchronizer_cc1_pin_sync.ff_1: 1
u_uart_tx.tx_bsy: 1
u_usb_decode.cc_pin_hold: 1
==> worst paths after layout <==
| path | startpoint | endpoint | slack (ns) | depth (start not counted) |
|---|---|---|---|---|
| hold reg to reg | u_synchronizer_rst_n_sync.data_out | u_usb_decode.counter[2] | 0.22 | 1 |
| min in group clk0 | u_synchronizer_rst_n_sync.ff_1 | u_synchronizer_rst_n_sync.data_out | 0.35 | 0 |
| hold / removal | u_synchronizer_rst_n_sync.data_out | u_usb_decode.counter[2] | 0.22 | 1 |
| max in group asynchronous | button_s1 | u_synchronizer_rst_n_sync.data_out | 1.94 | 1 |
| setup reg to reg | u_usb_decode.counter[0] | u_uart_tx.data2send[4] | 0.23 | 6 |
| setup / recovery | u_usb_decode.counter[0] | u_uart_tx.data2send[4] | 0.23 | 6 |
==> cell families after synthesis <==
group                      Yosys count  share of synthesized area (%)
and+or+nand+nor                    103                           21.8
AOI/OAI and AO/OA                   45                           12.2
DFF                                 43                           42.4
buffers and inverters               32                           5.21
adders and majority gates           17                           8.26
xor gates and xnor gates            13                           4.47
muxes                               12                           5.55
other                                1                          0.147
==> routing by layer <==
layer,up-vias,part of all wire (%),GRT usage (%)
met1,886,52,18.7
met4,0,0.76,1.28
met3,2,2.9,1.89
met2,31,44,17.2
li1,944,-,-
met5,-,0,0
Power figures rest on the tool's default switching activity, not on a simulated workload.
